<file path="/design/flow/run.sh">
#!/bin/bash
# OpenROAD 26Q1-2900-gdf79404cd8, Yosys 0.63+post, stock flow scripts
make -C /OpenROAD-flow-scripts/flow DESIGN_CONFIG=/design/flow/config.mk WORK_HOME=/design/flow/orfs finish
</file>
<file path="/design/flow/config.mk">
export PLATFORM = sky130hd
export DESIGN_NAME = fpga
export DESIGN_NICKNAME = fpga
export VERILOG_FILES = /design/flow/design.v
export SDC_FILE = /design/flow/constraint.sdc
export NUM_CORES = 4
export LEC_CHECK = 1
export CORE_UTILIZATION = 40
</file>
<file path="/design/flow/constraint.sdc">
current_design fpga

set clk_period 3.1
set clk_io_pct 0.2

create_clock -name clk0 -period $clk_period [get_ports {clk}]

set non_clock_inputs [all_inputs -no_clocks]
set_input_delay [expr $clk_period * $clk_io_pct] -clock clk0 $non_clock_inputs
set_output_delay [expr $clk_period * $clk_io_pct] -clock clk0 [all_outputs]
</file>
<file path="/design/flow/design.v">
module fifo_memory(
    input wire clk,
    input wire wr_en,
    input wire [15:0] data_in,
    input wire rd_en,
    output reg [15:0] data_out
);
    reg [15:0] fifo [0:15];
    reg [3:0] write_ptr;
    reg [3:0] read_ptr;
	 reg [15:0] count;
    always @(posedge clk) begin
        if (wr_en) begin
				if (count < 1000) begin
					fifo[write_ptr] <= data_in;
					write_ptr <= write_ptr + 1;
					count <= count+1;
				end;
        end
		  else
			count = 0;
    end
    always @(posedge clk) begin
        if (rd_en) begin
            data_out <= fifo[read_ptr];
            read_ptr <= read_ptr + 1;
        end
    end
endmodule
module fpga (
    input wire        clk,
    input wire        reset_n,
    output wire ultrasonic_pulse,  
    input wire ultrasonic_echo,    
    input wire [1:0] avl_address,
    input wire avl_read,
    input wire avl_write,
    input wire [31:0] avl_writedata,
    output wire [31:0] avl_readdata
);
wire write_enable;
wire read_enable;
wire [15:0] echo_data;
wire [15:0] fifo_data_out;
ultrasonic_generator u_ultrasonic_gen (
    .clk(clk),
    .rst(~reset_n),           
    .pulse_out(ultrasonic_pulse)
);
fifo_memory u_fifo_mem (
    .clk(clk),
    .wr_en(write_enable),
    .data_in(echo_data),
    .rd_en(read_enable),
    .data_out(fifo_data_out)
);
reg echo_d1, echo_d2;
wire echo_rising_edge;
always @(posedge clk or negedge reset_n) begin
    if (!reset_n) begin
        echo_d1 <= 0;
        echo_d2 <= 0;
    end else begin
        echo_d1 <= ultrasonic_echo;
        echo_d2 <= echo_d1;
    end
end
assign echo_rising_edge = (echo_d1 & ~echo_d2);  
assign write_enable = echo_rising_edge;
reg [15:0] echo_amplitude;
always @(posedge clk or negedge reset_n) begin
  if (!reset_n) begin
		echo_amplitude <= 16'd0;
  end else if (echo_rising_edge) begin
		echo_amplitude <= 16'hFF;  
  end
end
assign echo_data = echo_amplitude;   
assign read_enable = avl_read & (avl_address == 2'b00);
assign avl_readdata = {16'd0, fifo_data_out};   
endmodule
module ultrasonic_generator(
    input wire clk,            
    input wire rst,            
    output reg pulse_out       
);
    reg [15:0] counter;        
    parameter PULSE_PERIOD = 1250;   
    always @(posedge clk or posedge rst) begin
        if (rst) begin
            counter <= 16'd0;
            pulse_out <= 1'b0;
        end else begin
            if (counter >= (PULSE_PERIOD / 2)) begin
                pulse_out <= ~pulse_out;   
                counter <= 16'd0;          
            end else begin
                counter <= counter + 1;    
            end
        end
    end
endmodule
</file>
==> notes.md <==
Implementation results.

In the floorplan report the effective utilization is 0.418. The maximum clock frequency is 0.526 GHz. The count of instantiated cells in the yosys netlist is 247. The synthesized area per cell is 11.6 um^2.

The global placer's final weighted congestion is 0.783. The arrival time of data at the worst endpoint is listed as 1280 ps. The number of buffer cells added on primary ports is 14. In the final report, the number of hold violations comes to 0. 72 I/O pins were placed.

Looking at the VDD voltage map, the peak drop is 0.195 mV. Entering global routing, the biggest net connects 21 pins. For this block, the via count after detailed routing is 1626. The share of the Yosys chip area taken by registers is 0.550.

Dividing the detail-routed via count by the number of cells gives 4.44. buf_4 is the most common cell in the netlist. Note that the worst hold path type here is register to register.

The chip area line in the Yosys stat output reads 0.00286 mm^2. Traced cell by cell, the critical path runs through clkdlybuf4s50_1. The number of nets with antenna violations after detailed routing is 0.

Counting I/O delays and the setup requirement, the final critical path takes 1900 ps. The net switching power figure is 339 uW. Counting flops with a built-in enable in the synthesized netlist gives 25. After clock tree synthesis, the repair step resized 0 gates. Switching power as a fraction of the total was reported as 0.210.

The data required time at the worst endpoint is 2480 ps. The post-route fraction of the period consumed by the critical path is 0.613. The startpoint type of the worst setup path is a register.

After detailed routing, the total wire length is 3930 um. The combinational power share is 0.038. The main flop type after synthesis is edfxtp_1. Per the finish-stage timing summary, setup violations number 0. Yosys printed 3 warnings.

Per STA, the worst path accumulates the most delay in the family buffers and inverters. The number of DRC markers after the initial detailed-route iteration is 62. The count of unresolved DRC violations after routing is 0. The flow ran to the end, and the final reports show no timing, DRC or antenna violations. The smallest hold slack is 402 ps. The CTS H-tree depth is 3. The leakage component of the power is 0.00123 uW.

Counting flops with an async set or reset pin after synthesis yields a share of 0.328. The core region is 0.00683 mm^2. The number of diodes is 0. The die span in y is 86.5 um.

The clock transition at the register clock pins on the worst setup and hold paths after CTS is 60 ps. The via count of the first global-routing pass is 1528. Per the placement report, the placed cell count is 350.

TritonCTS built the clock tree. The share of the synthesized area in the top cell type is 0.263. The total clock sinks is 61. For reference, the final report shows the max-slew violation count at 0. The deepest clock path buffer count is 2.

The final report gives the core utilization as 0.465. The clock root buffer master is clkbuf_8. Per the summary, power density relative to cell area is 508 mW/mm^2.

The area of the mapped netlist is 0.00286 mm^2. The clock latency at the later pin of the worst-skew pair is 330 ps. Counting instances in the post-synthesis netlist gives the leading cell types as buf_4 (31), edfxtp_1 (25), dfrtp_1 (20). The floorplan has 30 rows. The sort of element at the end of the critical path is an output pin. The stage logs contain a warning count of 63. The die covers 0.00749 mm^2. The largest stage delay on the critical path is 500 ps.

The number of buffers created by CTS is 9. The critical path is of the register to output pin type. Setup repair after global routing left no endpoint under its margin. The power report attributes to the sequential group a share of 0.539.

The average wire length per cell after detail routing is 10.7 um. Sorting the synthesized cells by area gives the leading types as edfxtp_1 (26%), dfrtp_1 (18%), dfxtp_1 (11%), buf_4 (8.1%), ha_1 (3.9%). Across every metal layer, demand over resource in global routing totals 0.118. The half-perimeter wire length after placement is 2610 um. The largest driver fanout on the critical path is 8.

Excluding fillers, the count of instances in the completed layout stands at 366. Counting both buffers and inverters, the worst setup path holds a total of 1. The synthesis-to-finish area growth is 11.1%. Per the GRT congestion report, total overflow comes to 0.

The die is 86.5 um wide. The clock network power share is 0.423. The iteration count recorded for the first detailed-route pass is 4.

The slew of the pin with the lowest slew margin is 714 ps. The number of antenna violations at the first check in global routing is 0. The number of hold-repair buffers added at the cts stage is 0. The tally of unique sky130hd cells used after synthesis is 44. The wire length of the first global-routing pass is 6780 um. Adding up every negative setup slack in the final design gives 0 ps. Per the STA report, the cell with the highest stage delay on the worst path is clkdlybuf4s50_1. The power report lists cell-internal power as 1270 uW. The top cell type by total area after synthesis is edfxtp_1. The number of instances in the synthesized netlist is 247.

The layout summary lists the proportion of cells stronger than drive strength 1 as 0.100. The number of max-cap violations is 0. Measured against its own limit, the worst slew margin works out to 0.523.

Looking at the post-CTS report, the setup buffer insertion count equals 0. The clock arrives with 5.92 ps of skew. In this run, synthesis produced a sequential element count of 61.
worst register-to-register path: stages, from the launching register on:
cell,delay (ps)
dfxtp_1,330
nor4_4,340
o211ai_2,280
nor2_1,160
buf_4,220
and4bb_2,250
power by group through the flow:
stage	Clock (uW)	Sequential (uW)	Combinational, uW
finish	682	869	60.9
global route	749	871	70.8
CTS	706	869	62.9
metal layers:
metal	vias to the layer above	global-route usage	wire length [um]
met5	-	0	0
met4	0	0.0182	51
met3	7	0.0444	234
met2	39	0.174	1680
met1	740	0.181	1970
li1	840	-	-
path summary, 6_finish.rpt:
kind,startpoint,endpoint,slack [ps],cells after the start
max,u_fifo_mem.data_out[6],avl_readdata[3],1200,1
min,echo_d1,echo_d2,400,0
max reg2reg,u_fifo_mem.count[12],u_fifo_mem.fifo[2][6],1260,5
min reg2reg,echo_d1,echo_d2,400,0
max in group asynchronous,reset_n,u_ultrasonic_gen.counter[9],2280,2
min in group asynchronous,reset_n,u_ultrasonic_gen.counter[3],620,2
final cells by class:
| cell class | instances | area, um^2 |
|---|---|---|
| Timing Repair Buffer | 16 | 155 |
| Sequential cell | 61 | 1570 |
| Fill cell | 645 | 3660 |
| Clock buffer | 11 | 174 |
| Inverter | 10 | 37.5 |
| Tap cell | 96 | 120 |
| Clock inverter | 5 | 27.5 |
| Multi-Input combinational cell | 167 | 1090 |
kinds of logic (layout without fill, tap and decap cells):
logic type | count (synthesis) | in the layout | synth area share
mux | 6 | 6 | 0.0341
fa+ha+maj | 9 | 9 | 0.0394
xor+xnor | 13 | 13 | 0.0398
flops | 61 | 61 | 0.550
buf+inv | 48 | 42 | 0.107
compound gates | 24 | 24 | 0.0556
other cells | 1 | 30 | 0.00131
simple gates | 85 | 85 | 0.173
registers in the layout, summed over array words and instances, names as in the netlist:
| register | flops |
|---|---|
| echo_d1 | 1 |
| echo_d2 | 1 |
| u_fifo_mem.write_ptr | 4 |
| u_fifo_mem.fifo | 16 |
| u_fifo_mem.read_ptr | 4 |
| u_ultrasonic_gen.pulse_out | 1 |
| u_fifo_mem.data_out | 1 |
| echo_amplitude | 1 |
| u_ultrasonic_gen.counter | 16 |
| u_fifo_mem.count | 16 |
per-stage QoR:
step / cell area, um^2 / power [uW] / worst slack, ps
final: 3170 / 1610 / 1200
after global routing: 3170 / 1690 / 1110
after CTS: 3170 / 1640 / 1170
after detailed placement: 2970 / 948 / 1040
after global placement: 2970 / 948 / 1060
after floorplan: 2970 / 934 / 1440
layout by cell type (no fill, tap or decap), drive strengths merged, types with 2 or more instances in the layout:
cell type	netlist	routed
a21oi	7	7
and2	9	9
and3	15	15
buf	34	2
clkbuf	4	11
clkdlybuf4s50	0	14
clkinv	0	3
conb	1	30
dfrtp	20	20
dfxtp	16	16
edfxtp	25	25
ha	9	9
inv	10	12
mux2i	3	3
mux4	3	3
nand2	6	6
nand2b	2	2
nand3	7	7
nand4	4	4
nor2	19	19
nor2b	4	4
nor3	2	2
nor4	4	4
o21a	2	2
o21ai	8	8
or3	6	6
xnor2	7	7
xor2	6	6
Power figures rest on the tool's default switching activity, not on a simulated workload.
